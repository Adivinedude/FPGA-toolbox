===== run.sh =====
#!/bin/bash
# OpenROAD 26Q1-2900-gdf79404cd8, Yosys 0.63+post, stock flow scripts
make -C /OpenROAD-flow-scripts/flow DESIGN_CONFIG=/design/flow/config.mk WORK_HOME=/design/flow/orfs finish

===== config.mk =====
export PLATFORM = sky130hd
export DESIGN_NAME = fifo
export DESIGN_NICKNAME = fifo
export VERILOG_FILES = /design/flow/design.v
export SDC_FILE = /design/flow/constraint.sdc
export NUM_CORES = 4
export LEC_CHECK = 1
export CORE_UTILIZATION = 50

===== constraint.sdc =====
current_design fifo

set clk_period 10.8
set clk_io_pct 0.2

create_clock -name clk0 -period $clk_period [get_ports {clk}]

set non_clock_inputs [all_inputs -no_clocks]
set_input_delay [expr $clk_period * $clk_io_pct] -clock clk0 $non_clock_inputs
set_output_delay [expr $clk_period * $clk_io_pct] -clock clk0 [all_outputs]

===== design.v =====
`default_nettype none
module fifo #(
    parameter WIDTH = 16,
    parameter DEPTH = 16,
    parameter A_EMPTY = 2,
    parameter A_FULL  = 2
)
(
    input   wire                clk,
    input   wire                rst,
    input   wire                re,          
    input   wire                we,          
    input   wire [WIDTH-1:0]    dataIn,
    output  wire [WIDTH-1:0]    dataOut,
    output  wire                full_flag,
    output  wire                almost_full,
    output  wire                empty_flag,
    output  wire                almost_empty
);
    localparam aw = $clog2(DEPTH);     
    reg     [aw:0]  front   = 0;       
    reg     [aw:0]  back    = 0;
    assign empty_flag   = front == back;
    assign full_flag    = {~front[aw], front[aw-1:0]} == back;
    reg     [aw:0] r_almost_empty = 0;
    always @( posedge clk ) r_almost_empty <= front + A_EMPTY[0+:aw];
    assign almost_empty = r_almost_empty >= back;
    reg     [aw:0] r_almost_full = 0;
    always @( posedge clk ) r_almost_full <= {~front[aw], front[aw-1:0]} - back;
    assign almost_full  = r_almost_full <= A_FULL;
    wire    buffer_we;
    assign  buffer_we = we; 
    reg [WIDTH-1:0] buffer [DEPTH-1:0] ;
    always @( posedge clk ) begin
        if( buffer_we )
            buffer[back[aw-1:0]] <= dataIn;
    end
    assign dataOut = buffer[front[aw-1:0]];
    always @( posedge clk ) begin
        if( rst ) begin
            back    <= 0;
            front   <= 0;
        end else begin
            if( buffer_we ) begin
                back <= back + 1'b1;
            end
            if( re ) begin  
                front <= front + 1'b1;
            end
        end
    end
endmodule

==> run notes <==
Main metrics from the flow reports.

The run finished with clean final reports. The commonest register cell is edfxtp_1. The cts-stage hold buffer count came out at 0. The final count of pins violating max slew came out at 0. TritonCTS built the clock tree. The detailed-route wire length came out at 22,000 um. The final global-route overflow total is 0. The number of cells on the worst reg-to-reg path is 8. The critical path is of the flip-flop to output port type. According to the timing report, the critical path is captured at dataOut[13]. The final-report hold violation count came out at 0. The count of final setup violators came out at 0. The setup slack of the worst register-to-register path came out at 8.35 ns. The worst hold margin is 0.5148 ns. The final worst clock skew came out at 0.006804 ns.

The fraction of synthesis flops using an asynchronous set or reset pin came out at 0%. During I/O placement, the number of pins put on the boundary was 40. The tally of nets with antenna violations remaining after routing is 0.

In this run the number of H-tree levels came out at 1. The clock root buffer master is clkbuf_16. The number of instances in the synthesized netlist is 543.

In this run the maximum-capacitance check reported violations numbering 0. The beginning of the worst register-to-register path is front[0]. The maximum resistive drop on vdd came out at 143.6 uV. Yosys attributes the largest share of cell area to edfxtp_1, mux4_2, dfxtp_1, mux2i_1, mux4_1. The most critical setup path has its startpoint at front[1].

The total negative slack for setup checks came out at 0 ns. The area figure in the yosys stat output is 10,840 sq um. The width of the chip came out at 149.3 um. The first global-routing pass estimated 33,530 um of wire. The achievable clock frequency came out at 174.6 MHz. The mapped cell area came out at 10,840 sq um. The capture point of the worst register-to-register path is recorded as r_almost_full[4]. The path class of the tightest hold or removal check is flip-flop to flip-flop. The period utilization came out at 53.02%. The synthesis-stage register bit count is 276. The total of cells resized after clock tree synthesis is 0. The length of the first detailed-routing pass in iterations came out at 4. The total die area is 22,280 sq um. The initial antenna violation count came out at 0.

The pin count of the biggest net entering global routing is 38. In the final routed layout, each cell accounts on average for 24.25 um. The mean instance size in the synthesized netlist came out at 19.97 sq um. The relative max-transition margin is 59.32%.

Warnings reported by Yosys during synthesis add up to 1. Input and output buffers added on the ports amount to 39. Including well taps, the total number of placed cells is 856. The floorplan core area came out at 21,150 sq um. The type of element launching the critical path is a flip-flop. The transition time at the pin with the least slew margin came out at 0.6102 ns. The via count of the first global-routing pass came to 5,720. The number of clock sinks came out at 276.

The analysis attributes to cell leakage a power of 4.022 nW. For this run, design rule violations remaining after detail routing come to 0. The worst setup path is captured at an output port.

The number of standard cells reported by yosys is 543. After floorplanning, the core was divided into 53 placement rows. For this run, the detailed router reports a per-instance via density of 5.748. The detailed-route via count is 5,213. The maximum fanout count along the critical path is 37.

The total power per unit cell area came out at 182.7 nW/um^2. The post-route netlist has 17.25% of its cells at a drive strength greater than 1. Yosys mapped a number of flops with a built-in enable equal to 256. The number of warnings the tools reported is 28. The top cell type by area accounts for 70.91% of the synthesized area. The number of clock buffers inserted by TritonCTS came out at 29. After clock tree synthesis, the setup repair step added 0 buffers. The number of antenna diodes in the final layout is 0. After clock tree synthesis, the clock-pin slew on the worst setup and hold paths is 0.06 ns. The longest clock path from root to sink contains 3 buffers. Setup repair after global routing left no endpoint under its margin. The design draws 2.275 mW. The height of the die came out at 149.3 um. After routing the design area is 12,450 sq um. The register share after synthesis came out at 74.60%.

The data arrival time of the critical path is 3.57 ns. At the worst endpoint, the required time is 8.64 ns. For this run, the total global-route usage over all layers was measured as 23.67%. The violation count after the first detailed-route iteration is 346. The cell taking the most area after synthesis is edfxtp_1. The final instance count without filler cells came out at 907. The clock latency of the later-clocked register in the worst-skew pair came out at 0.54 ns. The area growth from synthesis to layout is 14.88%. The distinct cell type count after synthesis is 34.

The HPWL after detailed placement is 12,930 um. The placement stage leaves a total instance area of 11,580 sq um. The minimum clock period after layout came out at 5.727 ns. For this configuration, the core starts out at a cell density of 51.25%. The final weighted congestion recorded by global placement is 0.8004.
layout by cell type, fill, tap and decap left out, drive strengths merged:
cell | synthesis | routed
nor2b | 2 | 2
a2111oi | 1 | 1
bufinv | 0 | 2
o21ai | 17 | 17
clkdlybuf4s50 | 0 | 39
a21o | 2 | 2
mux2i | 34 | 34
edfxtp | 256 | 256
nand3 | 2 | 2
and3 | 2 | 2
and2 | 16 | 16
clkinvlp | 0 | 2
nand2b | 1 | 1
mux4 | 48 | 48
nand4 | 3 | 3
inv | 12 | 13
clkinv | 0 | 12
ha | 15 | 15
buf | 17 | 23
a21oi | 20 | 20
clkbuf | 7 | 34
xor2 | 5 | 5
a221oi | 16 | 16
a22oi | 16 | 16
xnor2 | 9 | 9
fa | 1 | 1
dfxtp | 20 | 20
nand2 | 3 | 3
nor2 | 18 | 18
worst max-delay path: stages, from the launching register on:
cell	delay, ns
dfxtp_4	0.51
buf_4	0.56
buf_4	0.56
mux2i_1	0.17
a221oi_2	0.34
a21oi_1	0.07
o21ai_1	0.25
clkdlybuf4s50_1	0.53
power breakdown:
group / internal (mW) / leakage [nW] / switching (mW)
logic: 0.0875 / 1.13 / 0.0779
clock network: 0.534 / 0.418 / 0.375
registers: 1.19 / 2.48 / 0.0129
total: 1.81 / 4.02 / 0.466
layout make-up:
type / count / area, sq um
fill: 1497 / 8700
sequential: 276 / 8095
timing repair buffer: 62 / 563.0
clock inverter: 17 / 130.1
clock buffer: 34 / 744.5
inverter: 12 / 45.04
tap: 275 / 344.1
multi-input combinational: 231 / 2532
logic make-up (layout without fill, tap and decap cells):
kind of cell / after synthesis / count (layout) / share of synthesized area [%]
adders and majority gates: 16 / 16 / 1.916
xor gates and xnor gates: 14 / 14 / 1.131
buffers and inverters: 36 / 125 / 2.043
AOI/OAI and AO/OA: 72 / 72 / 4.674
and+or+nand+nor: 47 / 47 / 2.250
DFF: 276 / 276 / 74.60
muxes: 82 / 82 / 13.39
metrics by stage:
stage | setup slack, ns | utilization [%]
finish | 5.073 | 58.88
global route | 4.780 | 58.88
CTS | 4.960 | 58.88
detailed placement | 5.549 | 54.74
global placement | 5.531 | 54.74
floorplan | 7.202 | -
synth_stat cells (9+ instances only):
library cell and n:
mux2i_1 34, ha_1 15, inv_1 11, nor2_1 16, a221oi_1 10, mux4_2 40
dfxtp_1 20, and2_1 16, a22oi_1 16, edfxtp_1 256, a21oi_1 20, xnor2_1 9
o21ai_1 16
per-layer routing:
metal	vias to the layer above	global-route usage [%]	share of wire, %
li1	2358	-	-
met1	2557	36.06	37
met2	257	34.16	48
met3	41	12.95	13
met4	0	4.643	2.2
met5	-	0	0
how the worst min path moves through the flow:
stage / startpoint / endpoint / slack [ns] / cells past startpoint
4_1_cts: front[4] / r_almost_empty[4] / 0.52 / 1
5_1_grt: front[4] / r_almost_empty[4] / 0.54 / 1
6_report: front[4] / r_almost_empty[4] / 0.51 / 1
registers in the layout, summed over array words and instances, names as in the netlist:
signal	count
back	5
r_almost_full	5
r_almost_empty	5
front	5
buffer	256
Power is estimated from default activity; no workload was simulated.
